<file path="flow/design.v">
`timescale 1ns/1ns
module relu(enable, i, z);
    input enable;        
    input [15:0] i;      
    output reg [15:0] z;     
    always @(*) begin
        if (enable) begin
            if (i[15] == 1'b0) begin
                z = i;   
            end else begin
                z = 16'b0;   
            end
        end else begin
            z = 16'b0;   
        end
    end
endmodule
</file>
<file path="flow/config.mk">
export PLATFORM = sky130hd
export DESIGN_NAME = relu
export DESIGN_NICKNAME = relu
export VERILOG_FILES = /design/flow/design.v
export SDC_FILE = /design/flow/constraint.sdc
export NUM_CORES = 4
export LEC_CHECK = 1
export CORE_AREA = 10 10 70 70
export DIE_AREA = 0 0 80 80
</file>
<file path="flow/run.sh">
#!/bin/bash
# OpenROAD 26Q1-2900-gdf79404cd8, Yosys 0.63+post, stock flow scripts
make -C /OpenROAD-flow-scripts/flow DESIGN_CONFIG=/design/flow/config.mk WORK_HOME=/design/flow/orfs finish
</file>
<file path="flow/constraint.sdc">
current_design relu

set clk_period 1.0
set clk_io_pct 0.2

create_clock -name clk0 -period $clk_period

set non_clock_inputs [all_inputs -no_clocks]
set_input_delay [expr $clk_period * $clk_io_pct] -clock clk0 $non_clock_inputs
set_output_delay [expr $clk_period * $clk_io_pct] -clock clk0 [all_outputs]
</file>
==> results.sh <==
# implementation run metrics
export IMPL_num_antenna_cells=0
export IMPL_syn_area_per_cell_um2=8.76
export IMPL_die_size_y_um=80
export IMPL_ios=33
export IMPL_period_used_pct=95.4
export IMPL_cp_required_ps=800
export IMPL_warning_count=33
export IMPL_num_vias=282
export IMPL_criticalPathCategory="in -> out"
export IMPL_path_delay_family="buffers and inverters"
export IMPL_syn_cell_area_um2=166
export IMPL_die_x_um=80
export IMPL_min_period_ps=954
export IMPL_worstPathBufferInverterCount=2
export IMPL_gr_usage_all_layers_pct=3.09
export IMPL_flop_area_um2=0
export IMPL_drv_cap=0
export IMPL_lay_top_count="dlygate4sd2_1"
export IMPL_core_area_um2=3420
export IMPL_place_congestion=0.795
export IMPL_final_max_slew_viol_count=0
export IMPL_first_pass_iters=2
export IMPL_die_area_um2=6400
export IMPL_antenna_found_initial=0
export IMPL_final_cell_mix="14 x dlygate4sd2_1, 13 x buf_2, 11 x and3b_1"
export IMPL_yosys_area_um2=166
export IMPL_ys_warn_count=1
export IMPL_whs_ps=729
export IMPL_ir_drop_v=0.0000655
export IMPL_ys_seq_share_pct=0
export IMPL_status="finished, final reports clean"
export IMPL_start_kind="input pin"
export IMPL_end_kind="output pin"
export IMPL_hold_class="in -> out"
export IMPL_cts_hold_buf=0
export IMPL_grt_pass1_vias=322
export IMPL_grt_pass1_wl_mm=1.65
export IMPL_rsz0062_at_grt="no"
export IMPL_grt_overflow=0
export IMPL_detail_route_antenna_nets=0
export IMPL_slowest_stage="dlygate4sd2_1"
export IMPL_floorplan_core_util_pct=4.87
export IMPL_port_buffer_count=32
export IMPL_grt_max_degree=7
export IMPL_critPathMaxStageDelay_ps=230
export IMPL_netlist_cell_type_count=5
export IMPL_setup_viol=0
export IMPL_p_leak_nw=0.303
export IMPL_crit_arrival_ps=750
export IMPL_routed_via_density=2.85
export IMPL_netlist_instances=19
export IMPL_hold_viol=0
export IMPL_drt_iter0_drc=1
export IMPL_yosys_cells=19
export IMPL_hpwlAfterDp_um=909
export IMPL_drive_gt1_share_pct=45.3
export IMPL_critPathMaxFanout=1
export IMPL_rows=21
export IMPL_powerDensity_nw_per_um2=249
export IMPL_max_freq_ghz=1.05
export IMPL_nClkBuffers=0
export IMPL_wire_per_inst_um=10.3
export IMPL_area_growth_pct=195
export IMPL_drc=0
export IMPL_crit_chain="dlygate4sd2_1, and3b_1, clkdlybuf4s15_1"
export IMPL_routed_wl_mm=1.02
export IMPL_seq_cell_count=0
export IMPL_fillers=410
export IMPL_finalSetupTns_ps=0
[logic make-up after synthesis]
logic type	after synthesis	synth area share [%]
buffers and inverters	3	15.8
other	1	2.25
and+or+nand+nor	15	82.0
[final timing paths]
| path | startpoint | to | cells after the start |
|---|---|---|---|
| setup / recovery | i[10] | z[10] | 3 |
| hold / removal | enable | z[12] | 3 |
[power breakdown]
group	switching [W]	internal, W	leakage, nW	total, W
Sequential	0	0	0	0
Combinational	0.0000323	0.0000900	0.303	0.000122
Clock	0	0	0	0
Total	0.0000323	0.0000900	0.303	0.000122
[metal layers]
metal	share of wire (%)	track usage, %	up-vias
met5	0	0	-
met4	0	0	0
met3	21	2.16	0
met2	26	3.69	31
met1	53	4.55	114
li1	-	-	137
[area by class of cell]
type                            count  area [um^2]  share of cell area [%]
Multi-Input combinational cell     16          140                    28.6
Tap cell                           46         57.6                    11.7
Timing Repair Buffer               37          293                    59.7
[per-stage QoR]
step	instances	utilization [%]	total power, W	area [um^2]	setup WS, ps
finish	99	14.4	0.000122	490	45.6
detailed placement	97	16.2	0.000160	553	-693
floorplan	19	-	0.0000329	166	333
CTS	101	15.2	0.000138	518	-31.5
global placement	97	16.2	0.000159	553	-704
global route	99	14.4	0.000138	490	7.43
[tightest hold or removal path, stage by stage]
cell,delay (ps)
buf_6,100
and3b_1,140
buf_2,90
[cell usage after synthesis]
cell type,n,share of area (%)
and3b_1,11,58
and3b_2,4,24
buf_4,2,9.0
buf_6,1,6.8
conb_1,1,2.3
[timing repair]
| item | CTS | global route |
|---|---|---|
| resized | 73 | 1 |
| buffers inserted | 4 | 0 |
| endpoints found under the hold margin | 0 | 0 |
| pin swaps | 15 | 5 |
| cloned | 0 | 0 |
| endpoints found under the setup margin | 15 | 13 |
Power is estimated from default activity; no workload was simulated.
